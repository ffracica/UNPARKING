File: flow/design.v
module asignar(clk, ingzona, cancelo, decidir, teclado, placa, pasignado, estaba, ocupado, counterp, carros);
input clk;
input ingzona;
input cancelo;
input decidir;
input [3:0]teclado;
input [23:0]placa;
output reg [3:0]pasignado;
output reg estaba;
output reg ocupado=0;
output reg [20:0]counterp;
output reg [2:0]carros;
reg [23:0]p1; 
reg [23:0]p2;
reg [23:0]p3;
reg [23:0]p4;
reg [23:0]p5;
reg [23:0]p6;
reg pu1;
reg pu2;
reg pu3;
reg pu4;
reg pu5;
reg pu6;
reg [20:0]countp1;
reg [20:0]countp2;
reg [20:0]countp3;
reg [20:0]countp4;
reg [20:0]countp5;
reg [20:0]countp6;
reg counter;
always@(posedge clk)begin
if(decidir)begin
	case(placa)
		p1: begin estaba = 1; counterp = countp1; end
		p2: begin estaba = 1; counterp = countp2; end
		p3: begin estaba = 1; counterp = countp3; end
		p4: begin estaba = 1; counterp = countp4; end
		p5: begin estaba = 1; counterp = countp5; end
		p6: begin estaba = 1; counterp = countp6; end
		default begin
			estaba = 0;  counterp = 0; end
	endcase
end
if(ingzona == 1 && teclado != 0 && teclado <= 4'b0011)begin
case(teclado)
	4'b0001:begin
				if(p1==0) begin
						pasignado = 4'b0001;
						p1 = placa;
				end
				else if(p2==0) begin
						pasignado = 4'b0010;
						p2 = placa;
				end
				else if(p3==0) begin
						pasignado = 4'b0011;
						p3 = placa;
				end
				else if(p4==0) begin
						pasignado = 4'b0100;
						p4 = placa;
				end
				else if(p5==0) begin
						pasignado = 4'b0101;
						p5 = placa;
				end
				else if(p6==0) begin
						pasignado = 4'b0110;
						p6 = placa;
				end
		end
		4'b0010:begin
				if(p3==0) begin
						pasignado = 4'b0011;
						p3 = placa;
				end
				else if(p4==0) begin
						pasignado = 4'b0100;
						p4 = placa;
				end
				else if(p5==0) begin
						pasignado = 4'b0101;
						p5 = placa;
				end
				else if(p6==0) begin
						pasignado = 4'b0110;
						p6 = placa;
				end
				else if(p1==0) begin
						pasignado = 4'b0001;
						p1 = placa;
				end
				else if(p2==0) begin
						pasignado = 4'b0010;
						p2 = placa;
				end
		end
		4'b0011:begin
				if(p5==0) begin
						pasignado = 4'b0101;
						p5 = placa;
				end
				else if(p6==0) begin
						pasignado = 4'b0110;
						p6 = placa;
				end
				else if(p1==0) begin
						pasignado = 4'b0001;
						p1 = placa;
				end
				else if(p2==0) begin
						pasignado = 4'b0010;
						p2 = placa;
				end
				else if(p3==0) begin
						pasignado = 4'b0011;
						p3 = placa;
				end
				else if(p4==0) begin
						pasignado = 4'b0100;
						p4 = placa;
				end
		end
endcase
end
else if(ingzona == 0 && placa == 0)
	pasignado = 0;
if(p1 != 0 && p2 != 0 && p3 != 0 && p4 != 0 && p5 != 0 && p6 != 0 && pasignado != 0)begin
	if(counter < 1)
		counter = counter + 1;
	else if(counter == 1)begin
		ocupado = 1;
		counter = 0;
	end
end
else if(p1 == 0 || p2 == 0 || p3 == 0 || p4 == 0 || p5 == 0 || p6 == 0)
	ocupado = 0;
if(cancelo)begin
	case(placa)
		p1: begin p1 = 0; countp1 = 0;end
		p2: begin p2 = 0; countp2 = 0;end
		p3: begin p3 = 0; countp3 = 0;end
		p4: begin p4 = 0; countp4 = 0;end
		p5: begin p5 = 0; countp5 = 0;end
		p6: begin p6 = 0; countp6 = 0;end
	endcase
end
if(p1 != 0)
		countp1 = countp1 + 1;
if(p2 != 0)
		countp2 = countp2 + 1;
if(p3 != 0)
		countp3 = countp3 + 1;
if(p4 != 0)
		countp4 = countp4 + 1;
if(p5 != 0)
		countp5 = countp5 + 1;
if(p6 != 0)
		countp6 = countp6 + 1;
if(p1 != 0)
		pu1 = 1;
else
		pu1 = 0;
if(p2 != 0)
		pu2 = 1;
else
		pu2 = 0;
if(p3 != 0)
		pu3 = 1;
else
		pu3 = 0;
if(p4 != 0)
		pu4 = 1;
else
		pu4 = 0;
if(p5 != 0)
		pu5 = 1;
else
		pu5 = 0;
if(p6 != 0)
		pu6 = 1;
else
		pu6 = 0;
carros = pu1 + pu2 + pu3 + pu4 + pu5 + pu6;
end
endmodule 
File: flow/run.sh
#!/bin/bash
# OpenROAD 26Q1-2900-gdf79404cd8, Yosys 0.63+post, stock flow scripts
make -C /OpenROAD-flow-scripts/flow DESIGN_CONFIG=/design/flow/config.mk WORK_HOME=/design/flow/orfs finish
File: flow/config.mk
export PLATFORM = sky130hd
export DESIGN_NAME = asignar
export DESIGN_NICKNAME = asignar
export VERILOG_FILES = /design/flow/design.v
export SDC_FILE = /design/flow/constraint.sdc
export NUM_CORES = 4
export LEC_CHECK = 1
export CORE_UTILIZATION = 40
File: flow/constraint.sdc
current_design asignar

set clk_period 12.3
set clk_io_pct 0.2

create_clock -name clk0 -period $clk_period [get_ports {clk}]

set non_clock_inputs [all_inputs -no_clocks]
set_input_delay [expr $clk_period * $clk_io_pct] -clock clk0 $non_clock_inputs
set_output_delay [expr $clk_period * $clk_io_pct] -clock clk0 [all_outputs]
==> notes.org <==
#+TITLE: Implementation results

** Clock tree
- The CTS log lists the clock sinks for this run as 301.
- The later pin in the worst-skew pair is clocked with a latency of 0.56 ns.
- For this design, the CTS-stage hold fixing added 0 buffers.
- CTS-repair resized insts :: 0
- Buffers inserted during clock tree synthesis total 36.
- CTS built an H-tree with a depth of 2.
- Buffer cell driving the clock tree root :: clkbuf_16
- TritonCTS built the clock tree.
- Clock transition at the registers of the reported paths :: 0.06 ns
- Number of setup buffers added after CTS :: 0
- The clock passes through at most 3 buffers.

** Critical path
- Per STA, the worst path accumulates the most delay in the family simple AND/OR/NAND/NOR gates.
- Critical path destination :: carros[1]
- The worst register-to-register path ends at carros[1].
- Data required time at the worst endpoint :: 12.73 ns
- Stages on worst setup path :: 17
- The worst setup path is captured at a register.
- CP max stage cell :: clkdlybuf4s50_1
- Setup slack on the worst flop-to-flop path :: 6.66 ns
- The launch point of the worst register-to-register path is recorded as p1[13].
- Crit path launch type :: input port
- Ordered list of cells on the worst path :: clkdlybuf4s50_1, inv_1, a21boi_0, nand2_1, nor4_1, and3_1, o211a_1, and2_1, nor3b_4, buf_4, nor2_1, fa_1, inv_1, fa_1, inv_1, ha_1, fa_1
- Counting both buffers and inverters, the worst setup path holds a total of 5.
- Start point of the critical path :: teclado[0]
- Logic depth along the worst register-to-register path is recorded as 16.
- Data arrival at the endpoint of the critical path :: 8.40 ns
- Looking at the critical path, the highest net fanout was 48.
- The critical path is of the in2reg type.
- Worst path max stage delay :: 0.82 ns

** Pwr
- Comb pwr share :: 27.1%
- The internal power of the cells totals 0.00218 W.
- Summed over all cells, the static leakage comes to 6.96 nW.
- The report lists the power per cell area as 186 nW/um^2.
- Switching pwr :: 0.00123 W
- IR analysis of the VDD net gives a maximum drop of 92.9 uV.
- The script computed the net switching share of total power as 36.0%.
- Share of total power in the clock network :: 30.8%
- The flow reports that sequential cells draw 42.1% of the design power.

** Die
- In this run the count of I/O pins placed on the die edge is 62.
- The die covers 40,900 um^2.
- Core area :: 39,600 um^2
- Die width :: 202 um
- Die Ht :: 202 um
- FP Rows :: 73
- At the floorplan stage, the core utilization is reported as 40.5%.

** STA
- Across all checked pins, the minimum headroom to the slew limit is 44.9%.
- Max Clock Freq :: 126 MHz
- The final hold violation count recorded for this run is 0.
- Accumulated negative setup slack :: 0 ns
- The final timing report derives a shortest allowable period of 7.97 ns.
- Worst-margin pin slew :: 0.819 ns
- Setup repair after global routing left no endpoint under its margin.
- Between clock sinks in the finished design, the worst skew comes to 0.0129 ns.
- Final tally of max-slew violations :: 0
- Post-layout period usage :: 64.8%
- Setup Viol. Count Final :: 0

** Yosys
- Share of synthesized area occupied by flip-flops and latches :: 39.0%
- In the Yosys report the total cell count is 1,939.
- After technology mapping, the gate count stands at 1,939.
- Mean cell area of the mapped netlist :: 8.28 um^2
- The synthesized netlist occupies a cell area of 16,100 um^2.
- Post-synthesis, Yosys gives the total cell area as 16,100 um^2.
- Distinct cell type count after synthesis :: 85
- Yosys mapped a number of flops with a built-in enable equal to 24.
- For this run, the number of Yosys warnings is 1.
- Of all flip-flops after synthesis, the portion carrying an async set or reset was 0%.
- Post-synth the commonest register cell is dfxtp_1.
- Flops after synth :: 301

** Run
- Count of warning messages emitted by the tools :: 25
- Max-capacitance violation count :: 0

** Min path
- Class of the worst hold path :: reg2reg
- The report gives the cell count of the worst hold path as 2.

** Drt
- Overall via count from detail_route :: 15,100
- The routed design shows a via density per instance of 6.04.
- Per the post-route antenna check, the number of violating nets is 0.
- Antenna Cells :: 0
- Number of violations reported at the end of detailed-routing iteration 0 :: 1,215
- Post-route DRC violation count :: 0
- The detailed router reported a total wirelength of 57,400 um.
- In the log, the iteration count for the first detailed-route pass is 9.
- After detailed routing, the average wire length per cell comes to 22.9 um.

** Final layout
- Cells fill 46.2% of the core in the end.
- Cells with a size suffix above 1 make up 6.56% of the layout.
- Relative to the synthesized area, the layout overhead comes to 14.1%.

** Global route
- Wire length of the first global-routing pass :: 87,400 um
- Summed over all routing layers, the global router reports a total usage of 28.8%.
- Pin count of the biggest net entering global routing :: 64
- The number of global-route vias before repair was 14,000.
- GR Overflow Total :: 0
- The initial antenna violation count was 0.

** Placed design
- Routability-driven placement congestion ratio :: 0.975
- Post-detailed-placement half-perimeter wirelength :: 39,800 um
- Count of port buffers added during placement :: 61

** Status
- Result of the run :: finished clean
layer usage:
layer / global-route usage (%) / vias to the layer above / wire length, um
met4: 6.74 / 0 / 1660
met1: 44.5 / 7262 / 26300
li1: - / 7071 / -
met5: 0 / - / 0
met3: 8.77 / 122 / 5890
met2: 40.2 / 688 / 23500
layout by cell type (no fill, tap or decap), types with 11 or more instances in the layout:
| master | Yosys | routed |
|---|---|---|
| o311ai_0 | 19 | 19 |
| mux2i_1 | 25 | 25 |
| and3_1 | 34 | 34 |
| a211oi_1 | 13 | 13 |
| inv_1 | 51 | 51 |
| a21oi_1 | 92 | 92 |
| or3_1 | 17 | 17 |
| nand2b_1 | 18 | 18 |
| nor3_1 | 34 | 34 |
| and4_1 | 11 | 11 |
| a22o_1 | 26 | 26 |
| a31oi_1 | 91 | 91 |
| nor2_1 | 299 | 298 |
| or4_1 | 12 | 12 |
| nand2_1 | 132 | 132 |
| nand3_1 | 42 | 42 |
| dfxtp_1 | 277 | 277 |
| clkdlybuf4s50_1 | 0 | 61 |
| nand4_1 | 43 | 43 |
| o211a_1 | 24 | 23 |
| o22ai_1 | 40 | 40 |
| xnor2_1 | 121 | 121 |
| nor2b_1 | 31 | 30 |
| edfxtp_1 | 24 | 24 |
| o21ai_0 | 23 | 23 |
| o21a_1 | 19 | 19 |
| nor4_1 | 66 | 65 |
| clkinv_1 | 12 | 12 |
| clkbuf_16 | 0 | 37 |
| xor2_1 | 64 | 64 |
| buf_4 | 6 | 44 |
sequential cells by signal, indices dropped and copies added (netlist names):
name       cells
countp6       21
p4            24
p6            24
p2            24
counterp      21
p5            24
p3            24
ocupado        1
countp1       21
counter        1
pasignado      4
p1            24
carros         3
estaba         1
countp5       21
countp3       21
countp2       21
countp4       21
cells in the mapped netlist (23+ instances only):
library cell    n  share of area, %
nor2_1        299               7.0
dfxtp_1       277                35
nand2_1       132               3.1
xnor2_1       121               6.6
a21oi_1        92               2.9
a31oi_1        91               3.5
clkbuf_1       83               1.9
nor4_1         66               2.6
xor2_1         64               3.5
inv_1          51               1.2
nand4_1        43               1.7
nand3_1        42               1.3
o22ai_1        40               1.6
and3_1         34               1.3
nor3_1         34               1.1
nor2b_1        31               1.2
a22o_1         26               1.4
mux2i_1        25               1.6
edfxtp_1       24               4.5
o211a_1        24               1.5
o21ai_0        23              0.72
worst min path at each step:
stage,startpoint,endpoint,slack [ns]
CTS,p1[3],p1[3],0.48
global route,p1[19],p1[19],0.49
finish,p1[23],p1[23],0.47
cells by family (layout without fill, tap and decap cells):
kind of cell / Yosys count / after routing / share of synthesized area, %
adder cells (fa/ha/maj): 10 / 10 / 0.919
buffers and inverters: 191 / 233 / 4.83
multiplexers: 26 / 26 / 1.63
flip-flops: 301 / 301 / 39.0
AND/OR/NAND/NOR: 790 / 790 / 24.4
AND-OR/OR-AND: 436 / 436 / 19.1
XOR/XNOR: 185 / 185 / 10.1
power by group through the flow:
stage,combinational (W),clock (W),sequential (W)
CTS,0.000903,0.00107,0.00143
global route,0.00102,0.00111,0.00146
finish,0.000923,0.00105,0.00144
worst register-to-register path: cells and delay by family, from the launching register on:
family,cells,cell delay [ns]
DFF,1,0.34
buffers and inverters,3,0.60
AOI/OAI and AO/OA,3,0.86
and+or+nand+nor,6,2.03
adders and majority gates,4,1.71
area by class of cell:
| type | count | area [um^2] |
|---|---|---|
| tap | 525 | 657 |
| sequential | 301 | 6270 |
| multi-input combinational | 1447 | 9070 |
| timing repair buffer | 105 | 941 |
| fill | 3784 | 21300 |
| clock inverter | 10 | 85.1 |
| inverter | 65 | 244 |
| clock buffer | 53 | 1060 |
metrics by stage:
step	instance area, um^2	total power, W	instances	worst slack [ns]	hold slack [ns]
final	18300	0.00341	2506	4.33	0.475
after global routing	18300	0.00358	2506	3.91	0.493
after global placement	17200	0.00235	2443	3.96	0.457
after floorplan	16100	0.00201	1939	5.98	0.424
after CTS	18300	0.00340	2506	4.40	0.478
after detailed placement	17200	0.00234	2443	3.83	0.465
Power is estimated from default activity; no workload was simulated.
