**design/flow/design.v**
```verilog
module placausada(clk, ingplaca, teclado, placa, placafake,);
input clk;
input ingplaca;
input [3:0]teclado;
output reg [23:0]placa;
output reg [23:0]placafake;
reg [3:0]d1=0;
reg [3:0]d2=0;
reg [3:0]d3=0;
reg [3:0]d4=0;
reg [3:0]d5=0;
reg [3:0]d6=0;
always @(posedge clk)begin
if(ingplaca)begin
	if(teclado != 0)begin
			if(d1 == 0)begin
				d1 = teclado;
				placafake[23:20] = teclado;
				end
			else if(d2 == 0)begin
				d2 = teclado;
				placafake[19:16] = teclado;
				end
			else if(d3 == 0)begin
				d3 = teclado;
				placafake[15:12] = teclado;
				end
			else if(d4 == 0)begin
				d4 = teclado;
				placafake[11:8] = teclado;
				end
			else if(d5 == 0)begin
				d5 = teclado;
				placafake[7:4] = teclado;
				end
			else if(d6 == 0)begin
				d6 = teclado;
				placafake[3:0] = teclado;
				end
	end
	if(d1 != 0 && d2 != 0 && d3 != 0 && d4 != 0 && d5 != 0 && d6 != 0)begin
			placa[23:20] = d1;
			placa[19:16] = d2;
			placa[15:12] = d3;
			placa[11:8] = d4;
			placa[7:4] = d5;
			placa[3:0] = d6;
	end
end
else begin
	d1 = 0;
	d2 = 0;
	d3 = 0;
	d4 = 0;
	d5 = 0;
	d6 = 0;
	placa = 24'b000000000000000000000000;
	placafake = 24'b000000000000000000000000;
end
end
endmodule 
```
**design/flow/run.sh**
```bash
#!/bin/bash
# OpenROAD 26Q1-2900-gdf79404cd8, Yosys 0.63+post, stock flow scripts
make -C /OpenROAD-flow-scripts/flow DESIGN_CONFIG=/design/flow/config.mk WORK_HOME=/design/flow/orfs finish
```
**design/flow/config.mk**
```make
export PLATFORM = sky130hd
export DESIGN_NAME = placausada
export DESIGN_NICKNAME = placausada
export VERILOG_FILES = /design/flow/design.v
export SDC_FILE = /design/flow/constraint.sdc
export NUM_CORES = 4
export LEC_CHECK = 1
export CORE_UTILIZATION = 50
```
**design/flow/constraint.sdc**
```tcl
current_design placausada

set clk_period 4.9
set clk_io_pct 0.2

create_clock -name clk0 -period $clk_period [get_ports {clk}]

set non_clock_inputs [all_inputs -no_clocks]
set_input_delay [expr $clk_period * $clk_io_pct] -clock clk0 $non_clock_inputs
set_output_delay [expr $clk_period * $clk_io_pct] -clock clk0 [all_outputs]
```
==> results.txt <==
run metrics: status finished, final reports clean, fmax approximately 0.28 GHz, HP Class reg2reg, fin crit period 3.531 ns, Post-Route WL roughly 5400 µm, GRT met3 Usage approximately 3.0%, drt pass-1 iters 4, CP Class in2reg, final core utilization 67.06%, die footprint 0.005878 mm², gpl congestion 0.8098, max-cap violations 0, Die X approximately 77 µm, dpl cell area 0.003358 mm², DR vias/cell 5.269, flip-flops with a built-in enable 0, antenna violations before repair 0, CTS sink cnt 72, n_diodes 0, peak supply drop roughly 0.00027 V, CTS tree done, Post-synth ARST share 0%, cts-stage hold buffer count 0, DR iter-0 viols 60, H-Tree Depth 3, Top Family by Delay on Critical Path buffers and inverters, core footprint around 0.0052 mm², Cell Pwr Density 388.1 mW/mm², die y size ~77 µm, Syn Area/Cell 10.56 µm², CP Launch Type primary input, synthesis area per yosys 0.002788 mm², LEAKAGE 1.444 nW, GRT met1 Usage about a third, Mapped Cells 264, Clock Tree Root clkbuf_8, Routed Antenna Nets 0, Yosys reg bits 72, CP Buf/Inv Count 2, first-pass GRT wire length about 9400 µm, clock latency (worst-skew pair) 0.34 ns, postcts setup bufs 0, Crit path arrival time 3.76 ns, cycle use final 72.06%, WHS approximately 0.46 ns, worst path cell trace clkdlybuf4s50_1, nor4_2, nor3_1, and3_1, a211oi_4, buf_4, mux2_2, WL/cell approximately 14 µm, P_int ~0.98 mW, met2 Track Usage GR a little under a third, vias in the first global route between 1500 and 2000, Psw slightly below 0.4 mW, OpenROAD warnings 26, sequential power share 49.7%, gr busiest metal met1, Switching Fraction 28.39%, count of cell types in the netlist 30, Final Max Tran Viols 0, Finished Cell Area 0.003512 mm², worst-margin pin slew between 0.7 and 0.8 ns, io pins 54, Main synth FF type dfxtp_1, Crit-path slowest cell clkdlybuf4s50_1, Fin. Hold Viols 0, Max-slew headroom 47.50%, # fillers 437, Resize count post-CTS 0, setup tns final 0 ns, Cell Rows 26, FP Core Util 53.23%, largest net degree at the start of global routing 73, Overall Global Routing Usage around a fifth, Clock Skews 0.005679 ns, most frequent logic cells in the routed design 72 x dfxtp_1, 52 x clkdlybuf4s50_1, 34 x and2_1, # Cells Yosys approximately 260, post-detail-place hpwl 3522 µm, Design Power 1.363 mW, P&R area growth vs syn 25.99%, Comb pwr share 21.5%, Setup-failing EPs final 0, Ys Warns 1, Crit path largest cell delay 0.59 ns, GRT Residual Overflow 0, number of remaining DRC errors 0, Worst Path Max Fanout 13, DR vias approximately 2100, clock share of power 28.7%, CTS buffer count 9, Commonest Layout Cell dfxtp_1, clock tree buffer depth 2, layout cells sized above 1 under 10%, RSZ-0062 raised after global routing false, crit end category flip-flop, PortBufs between 50 and 60, CP required a little over 5 ns, Synth Cell Area 0.002788 mm², register share after synthesis between 50% and 60%, clk slew on worst S/H paths 0.07 ns
-- metal layers --
layer  vias to the layer above  share of wire (%)  wire (µm)
met5                         -                  0          0
met4                         0                1.9        102
met3                        10                5.1        276
met2                        55                 44       2372
met1                       971                 49       2684
li1                       1024                  -          -
-- power by group through the flow --
stage / sequential [mW] / clock, mW / combinational (mW)
finish: 0.678 / 0.391 / 0.294
CTS: 0.679 / 0.398 / 0.295
global route: 0.686 / 0.425 / 0.331
-- final cells by class --
cell class	count	area (µm²)	share of cell area [%]
clock inverter	1	5.005	0.1425
tap	70	87.58	2.494
sequential	72	1441	41.04
inverter	4	15.01	0.4275
clock buffer	13	148.9	4.239
multi-input combinational	175	1266	36.05
timing repair buffer	56	548.0	15.60
-- tightest hold or removal path, cell delays in order (launching register included) --
cell and delay, ns:
dfxtp_1 0.31, nand2_1 0.05, mux2i_1 0.05
-- path summary, 6_finish.rpt --
| kind | depth (start not counted) | to | start | slack [ns] |
|---|---|---|---|---|
| max | 7 | placa[23] | teclado[0] | 1.37 |
| min | 2 | placa[2] | placa[2] | 0.46 |
| max reg2reg | 6 | placa[23] | d4[0] | 2.02 |
| min reg2reg | 2 | placa[2] | placa[2] | 0.46 |
-- through the flow --
stage	std cells	setup WS, ns
2_1_floorplan	264	2.289
3_3_place_gp	377	1.082
3_5_place_dp	377	1.006
4_1_cts	391	1.362
5_1_grt	391	1.185
6_report	391	1.369
-- flip-flops by register name, summed over array words and instances, names as in the netlist --
register / flops
d1: 4
d2: 4
d3: 4
d4: 4
d5: 4
d6: 4
placa: 24
placafake: 24
-- cells by family after synthesis --
kind of cell | after synthesis | synth area share (%)
AOI/OAI and AO/OA | 53 | 13.28
and+or+nand+nor | 98 | 22.62
DFF | 72 | 51.71
buffers and inverters | 17 | 2.872
muxes | 24 | 9.515
-- synthesized netlist by cell type (all sizes together), types with 2 or more instances --
master / count / area, µm²
o21ai: 2 / 10.00
a21boi: 2 / 15.01
nor3b: 2 / 15.01
and3: 9 / 56.30
o21a: 20 / 150.1
nor3: 3 / 20.02
a22oi: 5 / 37.54
dfxtp: 72 / 1441
a41o: 4 / 40.04
clkbuf: 10 / 37.54
mux2: 20 / 225.2
inv: 4 / 15.01
nor4: 7 / 98.85
nor2b: 23 / 143.9
a21oi: 17 / 85.08
a31oi: 2 / 12.51
mux2i: 4 / 40.04
and2: 34 / 212.7
buf: 3 / 27.52
nand3: 4 / 20.02
nand2: 14 / 52.55
Power figures rest on the tool's default switching activity, not on a simulated workload.
