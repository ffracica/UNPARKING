==> design.v <==
module factura(clk, counterp, dmin, umin, dseg, useg);
input clk;
input [20:0]counterp;
output reg[3:0]dmin;
output reg[3:0]umin;
output reg[3:0]dseg;
output reg[3:0]useg;
always@(posedge clk)begin
if(counterp >= 'd00 && counterp < 'd600)begin
		dmin = 'd0;
		umin = 'd0;
		dseg = 'd0;
		useg = 'd0;
	end
else if(counterp >= 'd600 && counterp < 'd1200)begin
		dmin = 'd0;
		umin = 'd1;
		dseg = 'd0;
		useg = 'd2;
	end
else if(counterp >= 'd1200 && counterp < 'd1800)begin
		dmin = 'd0;
		umin = 'd2;
		dseg = 'd0;
		useg = 'd4;
	end
else if(counterp >= 'd1800 && counterp < 'd2400)begin
		dmin = 'd0;
		umin = 'd3;
		dseg = 'd0;
		useg = 'd6;
	end
else if(counterp >= 'd2400 && counterp < 'd3000)begin
		dmin = 'd0;
		umin = 'd4;
		dseg = 'd0;
		useg = 'd8;
	end
else if(counterp >= 'd3000 && counterp < 'd3600)begin
		dmin = 'd0;
		umin = 'd5;
		dseg = 'd1;
		useg = 'd0;
	end
else if(counterp >= 'd3600 && counterp < 'd4200)begin
		dmin = 'd0;
		umin = 'd6;
		dseg = 'd1;
		useg = 'd2;
	end
else if(counterp >= 'd4200 && counterp < 'd4800)begin
		dmin = 'd0;
		umin = 'd7;
		dseg = 'd1;
		useg = 'd4;
	end
else if(counterp >= 'd4800 && counterp < 'd5400)begin
		dmin = 'd0;
		umin = 'd8;
		dseg = 'd1;
		useg = 'd6;
	end
else if(counterp >= 'd5400 && counterp < 'd6000)begin
		dmin = 'd0;
		umin = 'd9;
		dseg = 'd1;
		useg = 'd8;
	end
else if(counterp >= 'd6000 && counterp < 'd6600)begin
		dmin = 'd1;
		umin = 'd0;
		dseg = 'd2;
		useg = 'd0;
	end
else if(counterp >= 'd6600 && counterp < 'd7200)begin
		dmin = 'd1;
		umin = 'd1;
		dseg = 'd2;
		useg = 'd2;
	end
else if(counterp >= 'd7200 && counterp < 'd7800)begin
		dmin = 'd1;
		umin = 'd2;
		dseg = 'd2;
		useg = 'd4;
	end
else begin
		dmin = 4'b0000;
		umin = 4'b0000;
		dseg = 4'b0000;
		useg = 4'b0000;
	end
end
endmodule 
==> run.sh <==
#!/bin/bash
# OpenROAD 26Q1-2900-gdf79404cd8, Yosys 0.63+post, stock flow scripts
make -C /OpenROAD-flow-scripts/flow DESIGN_CONFIG=/design/flow/config.mk WORK_HOME=/design/flow/orfs finish
==> config.mk <==
export PLATFORM = sky130hd
export DESIGN_NAME = factura
export DESIGN_NICKNAME = factura
export VERILOG_FILES = /design/flow/design.v
export SDC_FILE = /design/flow/constraint.sdc
export NUM_CORES = 4
export LEC_CHECK = 1
export CORE_AREA = 10 10 80 80
export DIE_AREA = 0 0 90 90
==> constraint.sdc <==
current_design factura

set clk_period 3.7
set clk_io_pct 0.2

create_clock -name clk0 -period $clk_period [get_ports {clk}]

set non_clock_inputs [all_inputs -no_clocks]
set_input_delay [expr $clk_period * $clk_io_pct] -clock clk0 $non_clock_inputs
set_output_delay [expr $clk_period * $clk_io_pct] -clock clk0 [all_outputs]
==> run summary <==
flow finished, numbers: Post-DP HPWL between 1.5 and 2 mm, Pleak ~0.39 nW, cell accounting for the most synthesized area dfxtp_1, drt pass-1 iters 4, PnR worst setup slack 0.913 ns, worst rel slew slack 0.628, share of cells above drive strength 1 0.0787, CTS root buf clkbuf_8, deepest clock path buffer count 2, die area just over 0.008 sq mm, mapped cell area just over 800 sq um, Initial Util 0.171, logic area 543 sq um, power per standard cell area 229 mW/mm^2, Final Hold Violation Tally 0, # resized after CTS 0, Worst Path Buf+Inv 1, final WL roughly 2.4 mm, largest net degree at the start of global routing 18, synthesis-stage register bit count 9, minimum clock period around 2.8 ns, Synth top area share 0.223, H-Tree Depth 1, adder share 0, Commonest flop dfxtp_1, aoi share 0.302, XORs/XNORs by Area 0, area delta synth->final 42.2%, Mapped Cells between 100 and 150, library cells used by synthesis 40, GRT Residual Overflow 0, Setup WS pre-CTS 0.678 ns, period utilization 0.753, worst path cell trace clkdlybuf4s50_1 -> or2_1 -> o41ai_1 -> or4b_4 -> o311a_1 -> nand2b_1, CP max stage cell clkdlybuf4s50_1, chip width ~90 microns, Slew Viols, Final 0, biggest area cells dfxtp_1 22%, buf_4 7.4%, a21oi_1 4.3%, nand2_1 3.3%, a31oi_1 3.1%, Die Ht about 90 microns, Post-CTS Hold Fix Bufs 0, Worst Path Max Fanout 15, delay-heaviest family, CP simple AND/OR/NAND/NOR gates, Flop area 180 sq um, Seq share, synth 0.223, VDD IR-drop max between 0.09 and 0.1 mV, Post-route DRC 0, Via density 4.55, flip-flops with a built-in enable 0, Final TNS setup 0 ns, Sink Count 9, critical path class in2reg, Final Setup Violations 0, CTS tree done, max incr delay on CP around 0.66 ns, port buffer count 28, antenna violations before repair 0, CP Launch Type primary input, Mean Syn Cell Area between 7 and 8 sq um, initial DRC count 84, # fillers approximately 520, endpoint type of the worst setup path register, status finished, final reports clean, clk slew on worst S/H paths about 0.040 ns, routed vias between 800 and 900, crit path DAT 2.95 ns, Worst Max-Slew Pin Slew approximately 0.56 ns, wire per inst around 12 microns, cts bufs inserted 3, standard-cell rows 25, I/O pin total 38, first-pass GRT wire length roughly 4.3 mm, simple share 0.343, HP Class in2reg, Tot GR Track Use 0.0600, Multiplexer share 0, Req. time, crit path between 3 and 4 ns, Core Area about 0.0047 sq mm, RSZ-0062 raised after global routing false, diode count 0, Log Warnings 28, Top non-seq family simple AND/OR/NAND/NOR gates, FMAX ~360 MHz, Detail Route Antenna Nets 0, max cap viols 0, ys cells about 110, gpl congestion 0.841, number of global-route vias before repair 960, Post-synth ARST share 0, Chip Area, Yosys slightly above 800 sq um, Ys Warns 1, postcts setup bufs 0
## state kept, by name, indices dropped and copies added, names as in the netlist
name	cells
dseg	2
umin	4
useg	3
## synth_stat cells, drive strengths merged (3+ instances only)
master and instances:
and2 3, o31ai 3, nor3 4, nand3 5
a21oi 7, or3 4, buf 12, nand4 3
nor2 4, nand2 7, dfxtp 9, clkbuf 4
o21ai 5, a31oi 4
## area by class of cell
class	instances	area share
multi-input combinational	83	0.473
sequential	9	0.157
inverter	2	0.00654
clock buffer	4	0.0393
timing repair buffer	29	0.251
tap	67	0.0731
## placed cells by master, fill, tap and decap left out, types with 2 or more instances in the layout
cell             synthesis  layout
clkbuf_8                 0       3
nand2_1                  7       7
conb_1                   1       6
nand4_1                  3       3
nor2_1                   4       4
or4_1                    2       2
a31oi_1                  4       4
nor3_1                   4       4
or3_1                    4       4
a41oi_1                  2       2
nand3_1                  5       5
and2_1                   3       3
dfxtp_1                  9       9
nor4_2                   2       2
clkdlybuf4s50_1          0      28
o21ai_0                  5       5
nand2b_1                 2       2
inv_1                    2       2
o311ai_1                 2       2
a21o_1                   2       2
o31ai_1                  2       2
a21oi_1                  7       7
## power breakdown
group | leakage, nW | switching [mW] | internal (mW)
combinational | 0.298 | 0.0304 | 0.0280
sequential | 0.0725 | 0.000123 | 0.0980
clock | 0.0228 | 0.0315 | 0.0744
## per-stage QoR
step                      instance area (sq um)  hold WS, ns  total power [mW]  cells   util
after floorplan                             826        0.998             0.133    110      -
after global placement                     1100         1.42             0.158    190  0.233
after detailed placement                   1100         1.42             0.158    190  0.233
after CTS                                  1150         1.40             0.265    194  0.243
after global routing                       1150         1.45             0.280    194  0.243
final                                      1150         1.41             0.262    194  0.243
## cells by family after synthesis
group	after synthesis
buffers and inverters	18
DFF	9
and+or+nand+nor	44
AOI/OAI and AO/OA	33
other	1
## worst paths after layout
path	slack [ns]	end	from	depth (start not counted)
setup / recovery	0.91	umin[2]	counterp[9]	6
hold / removal	1.41	umin[1]	counterp[13]	5
## layer usage
| metal | share of wire | GRT usage | vias up |
|---|---|---|---|
| li1 | - | - | 439 |
| met1 | 0.48 | 0.0794 | 408 |
| met2 | 0.45 | 0.0987 | 33 |
| met3 | 0.064 | 0.0168 | 2 |
| met4 | 0.0059 | 0.00531 | 0 |
| met5 | 0 | 0 | - |
Power is estimated from default activity; no workload was simulated.
